File: flow/config.mk
export PLATFORM = sky130hd
export DESIGN_NAME = user_proj_mul32
export DESIGN_NICKNAME = user_proj_mul32
export VERILOG_FILES = /design/flow/design.v
export SDC_FILE = /design/flow/constraint.sdc
export NUM_CORES = 4
export LEC_CHECK = 1
export CORE_UTILIZATION = 50
File: flow/constraint.sdc
current_design user_proj_mul32

set clk_period 4.6
set clk_io_pct 0.2

create_clock -name clk0 -period $clk_period [get_ports {wb_clk_i}]

set non_clock_inputs [all_inputs -no_clocks]
set_input_delay [expr $clk_period * $clk_io_pct] -clock clk0 $non_clock_inputs
set_output_delay [expr $clk_period * $clk_io_pct] -clock clk0 [all_outputs]
File: flow/design.v
`default_nettype none
module mul32 (
    input wire          clk,
    input wire          rst,
    input wire          start,
    input wire  [31:0]  mc,
    input wire  [31:0]  mp,
    output reg  [63:0]  p,
    output wire         done
);
    wire        pw;
    reg [31:0]  Y;
    reg [7:0]   cnt, ncnt;
    reg [1:0]   state, nstate;
    localparam  IDLE=0, RUNNING=1, DONE=2;
    always @(posedge clk or posedge rst)
        if(rst)
            state  <= IDLE;
        else 
            state <= nstate;
    always @*
        case(state)
            IDLE    :   if(start) nstate = RUNNING; else nstate = IDLE;
            RUNNING :   if(cnt == 64) nstate = DONE; else nstate = RUNNING; 
            DONE    :   if(start) nstate = RUNNING; else nstate = DONE;
            default :   nstate = IDLE;
        endcase
    always @(posedge clk)
        cnt <= ncnt;
    always @*
        case(state)
            IDLE    :   ncnt = 0;
            RUNNING :   ncnt = cnt + 1;
            DONE    :   ncnt = 0;
            default :   ncnt = 0;
        endcase
    always @(posedge clk or posedge rst)
        if(rst)
            Y <= 32'b0;
        else if((start == 1'b1)) 
            Y <= mp;
        else if(state==RUNNING) 
            Y <= (Y >> 1);
    always @(posedge clk) 
        if(start)
            p <= 64'b0;
        else if(state==RUNNING)
            p <= {pw, p[63:1]};
    wire y = (state==RUNNING) ? Y[0] : 1'b0;
    spm #(.size(32)) spm32(
        .clk(clk),
        .rst(rst),
        .x(mc),
        .y(y),
        .p(pw)
    );
    assign done = (state == DONE);
endmodule
`default_nettype none
module spm #(parameter size = 32)(
    input wire              clk, 
    input wire              rst,
    input wire              y,
    input wire [size-1:0]   x,
    output wire             p
);
    wire[size-1:1] pp;
    wire[size-1:0] xy;
    genvar i;
    CSADD csa0 (.clk(clk), .rst(rst), .x(x[0]&y), .y(pp[1]), .sum(p));
    generate 
        for(i=1; i<size-1; i=i+1) begin
            CSADD csa (.clk(clk), .rst(rst), .x(x[i]&y), .y(pp[i+1]), .sum(pp[i]));
        end 
    endgenerate
    TCMP tcmp (.clk(clk), .rst(rst), .a(x[size-1]&y), .s(pp[size-1]));
endmodule
module CSADD(
    input wire  clk, 
    input wire  rst,
    input wire  x, 
    input wire  y,
    output reg  sum
);
    reg sc;
    wire hsum1, hco1;
    assign hsum1 = y ^ sc;
    assign hco1 = y & sc;
    wire hsum2, hco2;
    assign hsum2 = x ^ hsum1;
    assign hco2 = x & hsum1;
    always @(posedge clk or posedge rst) begin
        if (rst) begin
            sum <= 1'b0;
            sc <= 1'b0;
        end
        else begin
            sum <= hsum2;
            sc <= hco1 ^ hco2;
        end
    end
endmodule
module TCMP (
    input wire  clk, 
    input wire  rst,
    input wire  a, 
    output reg  s
);
    reg z;
    always @(posedge clk or posedge rst) begin
        if (rst) begin
            s <= 1'b0;
            z <= 1'b0;
        end
        else begin
            z <= a | z;
            s <= a ^ z;
        end
    end
endmodule
`default_nettype none
module user_proj_mul32 
(
    input wb_clk_i,
    input wb_rst_i,
    input wbs_stb_i,
    input wbs_cyc_i,
    input wbs_we_i,
    input [3:0] wbs_sel_i,
    input [31:0] wbs_dat_i,
    input [31:0] wbs_adr_i,
    output reg wbs_ack_o,
    output reg [31:0] wbs_dat_o,
    output [2:0] irq
);
    reg start;
    wire done;
    wire sys_clk;
    localparam MC_OFF = 8'h00, MP_OFF = 8'h04, P0_OFF = 8'h08, P1_OFF = 8'h0C;
    reg  [31:0]         MP, MC;
    wire [63:0]         P;
    wire                valid           = wbs_stb_i & wbs_cyc_i;
    wire                we              = wbs_we_i && valid;
    wire                re              = ~wbs_we_i && valid;
    wire [3:0]          byte_wr_en      = wbs_sel_i & {4{we}}; 
    wire                we_mp_reg       = we & (wbs_adr_i[7:0] == MP_OFF);
    wire                we_mc_reg       = we & (wbs_adr_i[7:0] == MC_OFF);
    wire                re_mp_reg       = re & (wbs_adr_i[7:0] == MP_OFF);
    wire                re_mc_reg       = re & (wbs_adr_i[7:0] == MC_OFF);
    wire                re_p0_reg       = re & (wbs_adr_i[7:0] == P0_OFF);
    wire                re_p1_reg       = re & (wbs_adr_i[7:0] == P1_OFF);
    assign sys_clk = wb_clk_i;
    always @(posedge sys_clk or posedge wb_rst_i) begin  
        if(wb_rst_i)
            MC <= 32'h0;
        else if(we_mc_reg)  
            MC <= wbs_dat_i;
    end
    always @(posedge sys_clk or posedge wb_rst_i) begin  
        if(wb_rst_i)
            MP <= 32'h0;
        else if(we_mp_reg) 
            MP <= wbs_dat_i;
    end 
    always @(posedge sys_clk or posedge wb_rst_i) begin  
        if(wb_rst_i)
            wbs_ack_o <= 0;
        else
        begin
            if ((we_mc_reg || we_mp_reg || (re_p0_reg && done) || (re_p1_reg && done)))
            begin
                wbs_ack_o <=1;
            end
            else 
                wbs_ack_o <=0; 
        end
    end
    always@(posedge sys_clk or posedge wb_rst_i) begin
        if(wb_rst_i)
            wbs_dat_o <= 32'hDEADBEEF;
        else
        begin
            if (re_p0_reg)
                wbs_dat_o <= P[31:0];
            else if (re_p1_reg)
                 wbs_dat_o <= P[63:32];
            else if (re_mp_reg)
                 wbs_dat_o <= MP;
            else if (re_mc_reg)
                 wbs_dat_o <= MC;
            else
               wbs_dat_o <= 32'hDEADBEEF; 
        end
    end
    always @(posedge sys_clk) 
        start <= (we_mp_reg && wbs_ack_o) ? 1'b1 : 1'b0;
    assign irq = 3'b000;	 
    mul32 mul (
        .clk(wb_clk_i),
        .rst(wb_rst_i),
        .start(start),
        .mc(MC),
        .mp(MP),
        .p(P),
        .done(done)
    );
endmodule
File: flow/run.sh
#!/bin/bash
# OpenROAD 26Q1-2900-gdf79404cd8, Yosys 0.63+post, stock flow scripts
make -C /OpenROAD-flow-scripts/flow DESIGN_CONFIG=/design/flow/config.mk WORK_HOME=/design/flow/orfs finish
==> out/metrics.cfg <==
[detailed_routing]
dr.pass1.iters = 6
drc = 0
m1WireLength_um = 9897
top_layer_used = met4
wire_per_inst_um = 17.77
route.met3.wl_um = 1381
via_count = 6205
drt_iter0_markers = 280
viasPerCell = 5.308
wl_met2_um = 9079
n_antenna_cell = 0
drt_wl_total_um = 20770
antenna_left = 0

[final_timing]
holdWs_ns = 0.4715
fin_skew_ns = 0.005791
layout_min_cycle_time_ns = 2.940
worst_pin_slew_ns = 0.9291
fin_tns_setup_ns = 0
rsz0062_at_grt = false
final-setup-viol-count = 0
fin_ws_ns = 1.660
relSlewSlack = 0.3787
slew_viol_final = 0
hold_viol = 0
fmax_mhz = 340.1
final.period_utilization = 0.6392

[pwr]
p_leak_nw = 5.770
p_per_area_mw_per_mm2 = 365.9
finalPower_mw = 4.711
irDropWorstVdd_v = 0.0002440

[clocking]
htree_num_levels = 1
cts_tree = built
clock-root-buffer = clkbuf_16
cts.repair.resized = 0
clk_latency_ns = 0.53
cts.sinks = 269
numCtsBuffers = 28
post-cts-setup-buffers = 0
cts_max_path_buffers = 3
path_clk_slew_ns = 0.06
cts_hold_buf = 0

[floorplan]
rows = 53
die_h_um = 149.8
core_sq_mm = 0.02122
fp_util = 0.5150
dieArea_sq_mm = 0.02245
ioPinCount = 109
fp.dieW_um = 149.8

[synth]
synth_flops = 269
top_cell = dfrtp_1
netlist_area_sq_mm = 0.01093
synth_cell_type_count = 40
yosysWarningCount = 4
yosys_cells = 800
synthFlopType = dfrtp_1
ys_top_cells_by_area = dfrtp_1 39%, dfxtp_1 13%, mux2i_1 8.7%
synthCells = 800
top_cells_by_count = 171 x dfrtp_1, 95 x mux2i_1, 73 x dfxtp_1
avgSynthCellArea_sq_um = 13.66
synth_top_cell_by_area = dfrtp_1
synth_top_area_share = 0.3916
yosys-stat-area_sq_mm = 0.01093
synth-edff-count = 0
async_reset_ff_frac = 0.7286
ys_seq_share = 0.5854

[setup_path]
cp_max_fo = 13
start_kind = primary input
reg2reg_to = mul.spm32.genblk1[2].csa.sum$_DFF_PP0_
critical_path_class = primary input to flip-flop
rr_worst_depth = 3
cp_slowest_cell = nand4_1
cp_cell_sequence = clkdlybuf4s50_1, nor4bb_1, nand4_1, buf_4, mux2_2
r2r_slack_ns = 2.41
arrival_ns = 3.35
timing.rr.start = mul.state[2]$_DFF_PP0_
cp-end-kind = flip-flop
max_stage_delay_ns = 0.79
worstPathRequired_ns = 5.01

[placed_design]
hpwl_um = 12800
place_congestion = 0.7502
port_buffers = 77
numPlacedInstances = 1117
dpl_cell_area_sq_mm = 0.01196
dp_worst_setup_slack_ns = 1.112

[run]
warning_count = 56
max-cap-violations = 0

[finish]
finalInstanceArea_sq_mm = 0.01287
final.fill_count = 1622
final_cells = 1169
final_core_util = 0.6067
synthToLayoutAreaGrowth_pct = 17.81
drive_above_1_share = 0.2081

[worst_hold_path]
min_to = mul.cnt[0]$_SDFF_PN0_
hold_path_depth = 1
hold_start = mul.cnt[0]$_SDFF_PN0_
hp-class = flip-flop to flip-flop

[global_routing]
grt_overflow = 0
grt_antenna_before_repair = 0
grt_max_degree = 112
grt_pass1_vias = 6520
track_usage = 0.2115
grt_first_pass_wirelength_um = 34820

[outcome]
outcome = finished clean

## cells in the final DEF (no fill, tap or decap), types with 7 or more instances in the layout
master and instances:
o2bb2ai_1 8, clkinv_2 7, clkbuf_16 29, clkbuf_1 10, mux4_2 24, clkdlybuf4s50_1 75
a22oi_1 8, dfxtp_1 72, dfrtp_1 170, nor2_1 70, fa_1 31, nand2_1 34
nand2b_1 25, o21ai_0 36, mux2i_1 95, inv_1 7, mux2_2 71, dfstp_2 25
buf_4 13, and3_1 31
## worst max-delay path: cells and delay by family
kind	cells	cell delay, ns
AND/OR/NAND/NOR	2	1.15
buffers and inverters	2	0.98
multiplexers	1	0.29
## how the worst max path moves through the flow
stage / from / cells after the start / endpoint / slack [ns]
after CTS: wbs_cyc_i / 5 / MP[30]$_DFFE_PP0P_ / 1.67
final: wbs_cyc_i / 5 / MP[30]$_DFFE_PP0P_ / 1.66
after global routing: wbs_adr_i[5] / 5 / MP[24]$_DFFE_PP0P_ / 1.47
## flip-flops by register name, summed over array words and instances, names as in the netlist
register                   flops
MP                            32
wbs_dat_o                     32
mul.Y                         32
wbs_ack_o                      1
mul.spm32.genblk1.csa.sum     30
mul.spm32.genblk1.csa.sc      30
mul.spm32.csa0.sum             1
mul.spm32.tcmp.z               1
mul.spm32.csa0.sc              1
mul.cnt                        8
mul.spm32.tcmp.s               1
MC                            32
start                          1
mul.state                      3
mul.p                         64
## cell type report
type / instances / area, sq um / area share
clock inverter: 9 / 95.09 / 0.007386
inverter: 8 / 33.78 / 0.002624
tap: 275 / 344.1 / 0.02673
clock buffer: 43 / 818.3 / 0.06356
timing repair buffer: 92 / 898.4 / 0.06978
multi-input combinational: 473 / 4280 / 0.3325
sequential: 269 / 6405 / 0.4975
## logic make-up (layout without fill, tap and decap cells)
logic type / Yosys count / in the layout / synth area share
other: 1 / 3 / 0.0003432
adders and majority gates: 34 / 34 / 0.06023
xor gates and xnor gates: 3 / 3 / 0.002405
AOI/OAI and AO/OA: 57 / 57 / 0.03137
buffers and inverters: 60 / 152 / 0.02416
DFF: 269 / 269 / 0.5854
and+or+nand+nor: 184 / 184 / 0.08438
muxes: 192 / 192 / 0.2117
## power breakdown
group | total, mW | internal (mW) | switching, mW
sequential | 2.37 | 2.37 | 0.00657
combinational | 0.128 | 0.0594 | 0.0685
clock | 2.21 | 1.33 | 0.879
## routing by layer
layer | vias up | GRT usage
met1 | 3105 | 0.3658
met5 | - | 0
met4 | 0 | 0.03838
met2 | 137 | 0.2954
met3 | 29 | 0.05062
li1 | 2934 | -
Power and IR drop assume default switching activity.
